==> /design/flow/design.v <==
`default_nettype none
module axis_register #(parameter WIDTH = 16) (
	input wire clock,
	input wire resetn,
	output wire [1:0] size,
	input wire [WIDTH-1:0] idata,
	input wire ivalid,
	output reg iready,
	output reg [WIDTH-1:0] odata,
	output reg ovalid,
	input wire oready);
assign size[0] = iready && ovalid;
assign size[1] = !iready;
reg [WIDTH-1:0] buffer;
always @(posedge clock or negedge resetn)
begin
	if (!resetn)
	begin
		ovalid <= 1'b0;
		iready <= 1'b1;
	end
	else
	begin
		odata <= (ovalid && !oready) ? odata : (!iready ? buffer : idata);
		ovalid <= (ovalid && !oready) || !iready || ivalid;
		buffer <= (!iready && !oready) ? buffer : idata;
		iready <= !ovalid || oready || (iready && !ivalid);
	end
end
endmodule
==> /design/flow/run.sh <==
#!/bin/bash
# OpenROAD 26Q1-2900-gdf79404cd8, Yosys 0.63+post, stock flow scripts
make -C /OpenROAD-flow-scripts/flow DESIGN_CONFIG=/design/flow/config.mk WORK_HOME=/design/flow/orfs finish
==> /design/flow/config.mk <==
export PLATFORM = sky130hd
export DESIGN_NAME = axis_register
export DESIGN_NICKNAME = axis_register
export VERILOG_FILES = /design/flow/design.v
export SDC_FILE = /design/flow/constraint.sdc
export NUM_CORES = 4
export LEC_CHECK = 1
export CORE_AREA = 10 10 107 107
export DIE_AREA = 0 0 117 117
==> /design/flow/constraint.sdc <==
current_design axis_register

set clk_period 2.4
set clk_io_pct 0.2

create_clock -name clk0 -period $clk_period [get_ports {clock}]

set non_clock_inputs [all_inputs -no_clocks]
set_input_delay [expr $clk_period * $clk_io_pct] -clock clk0 $non_clock_inputs
set_output_delay [expr $clk_period * $clk_io_pct] -clock clk0 [all_outputs]
==> GITHUB_STEP_SUMMARY <==
## PnR job results

| Metric | Value |
|---|---|
| Initial antenna violation count | 0 |
| Number of iterations in the first detailed-routing pass | 4 |
| Post-Synthesis Cell Area | approximately 0.0013 mm² |
| Port bufs | 39 |
| Worst-path clk slew | around 70 ps |
| Placement row count | 35 |
| Drt initial violations | 25 |
| Total tool warning count | 25 |
| Status | finished clean |
| Dpl cells | approximately 210 |
| Power density cells | roughly 650 mW/mm² |
| H-tree depth | 2 |
| CTS tree | built |
| Setup TNS | 0 ps |
| Largest net degree at the start of global routing | 19 |
| Vias per inst | slightly below 3 |
| Mapped Cells | about 59 |
| WL per Instance | approximately 13 µm |
| Vias in the first global route | around 720 |
| Period minus WS final | approximately 1900 ps |
| Gpl congestion | 0.705 |
| Critical Path Start | iready |
| Yosys top cell by area | edfxtp_1 |
| Final Non-Filler Cells | 218 |
| CORE AREA | ~0.0092 mm² |
| Die ar. | 0.0137 mm² |
| Critical Path AT | 1420 ps |
| Max stage delay cell, worst path | dfstp_2 |
| Routed wire length | 2740 µm |
| VDD IR max | about 0.27 mV |
| Die span in x | about 120 µm |
| Die span in y | between 100 and 150 µm |
| WS Path Type | register to primary output |
| Top cells by area | edfxtp_1 (73%), mux2_4 (18%), dfstp_2 (2.0%) |
| Skew final | around 7.3 ps |
| Via count | around 650 |
| Num CTS Buffers | 5 |
| Yosys warnings | 1 |
| Fin. Hold Viols | 0 |
| Maximum clock insertion buffer count | 2 |
| Fmax achieved | around 0.53 GHz |
| Largest fanout on the critical path | 4 |
| Worst slew pin tran | 318 ps |
| Reg-to-reg startpoint | iready |
| Pre-Place Util | 14.4% |
| # resized after CTS | 0 |
| Tot GR Track Use | 4.02% |
| ANT nets after route | 0 |
| CTS Hold Buffers Added | 0 |
| Post-Syn Area per Cell | 22.4 µm² |
| Post-DP HPWL | 2150 µm |
| N_diodes | 0 |
| Top-area cell share | 72.8% |
| Area Overhead vs Synth | 46.3% |
| Crit. End Element | primary output |
| Synth flops | 34 |
| Share of cells above drive strength 1 | around 24% |
| Global route overflow | 0 |
| Crit-path max cell delay | around 560 ps |
| Pins Over Slew Limit | 0 |
| Latency at later pin | 280 ps |
| Maxcap violations | 0 |
| Filler Cells Inserted | about 970 |
| Final setup violation count | 0 |
| Gate Area | roughly 280 µm² |
| Crit start category | register |
| FF+latch area | a little over 0.001 mm² |
| Drc violations | 0 |
| Critical Path RT | 1920 ps |
| Setup repair bufs after CTS | 0 |
| Tightest hold margin | about 380 ps |
| Top cell excl fill/tap | clkdlybuf4s50_1 |
| Top cells excl fill/tap | clkdlybuf4s50_1 (39), edfxtp_1 (32), mux2_4 (16), clkbuf_8 (5), buf_4 (3) |
| Crit-path cells | and2_1 > clkdlybuf4s50_1 |
| RSZ-0062 raised after global routing | false |
| Worst rel slew slack | between 70% and 80% |
| First-pass GRT wire length | 4040 µm |
| Leakage | 0.705 nW |
| Synth Seq Share | between 70% and 80% |
| # Cells Yosys | slightly below 60 |
| Ports | approximately 40 |
| Worst hold path class | input port to async pin |
| Total power | between 1 and 1.5 mW |
| Synthesized chip area reported by yosys | between 0.001 and 0.0015 mm² |
| TritonCTS Sinks | 34 |
| Yosys cell types | 11 |
| Final worst path period share | around four fifths |
| Root buf cell | clkbuf_8 |
==> path summary, 6_finish.rpt <==
kind,endpoint,slack (ps),cells past startpoint
max,size[0],500,2
min in group clk0,iready,530,2
min reg2reg,iready,530,2
min,ovalid,380,1
max reg2reg,buffer[14],800,3
max in group asynchronous,iready,1800,1
==> per-layer routing <==
metal	up-vias	GRT usage [%]	routed length, µm
met5	-	0	0
met4	0	0.659	34
met3	5	2.32	313
met2	31	5.96	1240
met1	295	5.10	1150
li1	319	-	-
==> power by group <==
part	internal, mW	switching (mW)	total (mW)
combinational	0.111	0.0490	0.160
sequential	0.698	0.0117	0.710
clock	0.199	0.187	0.386
==> state kept, by name, summed over array words and instances (netlist names) <==
signal,cells
odata,16
iready,1
buffer,16
ovalid,1
==> kinds of logic after synthesis <==
| logic type | Yosys count | synth area share [%] |
|---|---|---|
| buffers and inverters | 3 | 1.99 |
| multiplexers | 16 | 18.2 |
| AND/OR/NAND/NOR | 4 | 1.99 |
| flip-flops | 34 | 76.7 |
| AND-OR/OR-AND | 2 | 1.14 |
==> final cells by class <==
type,instances,share of cell area [%]
clock buffers,6,3.76
clock inverters,2,0.454
inverters,1,0.194
multi-input cells,22,14.6
flip-flops and latches,34,52.4
well taps,111,7.19
repair buffers,42,21.4
==> metrics by stage <==
step                cell area [µm²]  setup slack [ps]  util [%]
floorplan                      1320               904         -
global route                   1930               419      21.0
detailed placement             1850               607      20.1
CTS                            1930               484      21.0
finish                         1930               501      21.0
global placement               1850               641      20.1
==> critical path, delay by kind of cell (launching register included) <==
family,cells,cell delay [ps]
DFF,1,560
buffers and inverters,1,460
and+or+nand+nor,1,120
==> synthesized netlist by cell type <==
cell type,count
edfxtp_1,32
mux2_4,16
and2_1,2
buf_6,2
dfrtp_1,1
dfstp_2,1
inv_1,1
nand2b_1,1
nand3b_1,1
o21a_1,1
o21bai_1,1
Power is estimated from default activity; no workload was simulated.
